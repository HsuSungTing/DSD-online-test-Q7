==> /design/flow/design.v <==
module Rotator(Out3, Out2, Out1, In3, In2, In1, rMode);
input [7:0] In3, In2, In1;
input [1:0] rMode;
output reg [7:0] Out1, Out2, Out3;
always@(*) begin
    case(rMode)
        2'd0: begin Out1 = In1; Out2 = In2; Out3 = In3; end
        2'd1: begin Out1 = In2; Out2 = In3; Out3 = In1; end
        2'd2: begin Out1 = In3; Out2 = In1; Out3 = In2; end
        default: begin Out1 = 8'd0; Out2 = 8'd0; Out3 = 8'd0; end
    endcase
end
endmodule
module RegisterFile(QA, QB, QC, D, Clk, RAA, RBA, RCA, WE, WA);
input [9:0] RAA, RBA, RCA;
input [9:0] WA;
input Clk, WE;
input [7:0] D;
output reg [7:0] QA, QB, QC;
reg [7:0] MemArray [1023:0];
always@(posedge Clk) begin
    if (WE)
        MemArray[WA]<=D;
end
always@(posedge Clk) begin
    QA<=MemArray[RAA];
    QB<=MemArray[RBA];
    QC<=MemArray[RCA];
end
endmodule
module Count2D(XIndex, YIndex, Clk, Reset, En);
parameter COL=50;  
parameter ROW=25;  
input  Clk, Reset, En;
output reg [6:0] XIndex;
output reg [5:0] YIndex;
always@(posedge Clk or posedge Reset) begin
    if (Reset) begin
        XIndex <= 7'd0;
        YIndex <= 6'd0;
    end
    else begin
        if (En) begin
            if (XIndex == COL) begin
                XIndex <= 7'd1;
                if (YIndex == ROW)
                    YIndex <= 6'd1;
                else
                    YIndex <= YIndex + 6'd3;
            end
            else begin
                XIndex <= XIndex+1'd1;
                if(YIndex == 6'd0)
                    YIndex <= 6'd1;
                else
                    YIndex <= YIndex;
            end
        end
    end
end
endmodule
module RowComparator(MaxValue, MaxPos, Valid, In1, In2, In3, iMode);
input  [7:0] In1,In2, In3; 
input  iMode; 
output reg [7:0] MaxValue;
output reg [1:0] MaxPos;
output reg Valid;
always@(In1 or In2 or In3 or iMode) begin
    if (iMode==0) begin
        if ((In1>=In2) && (In1 >= In3)) begin
            MaxValue=In1;
            MaxPos=2'd1;
            Valid=1'b1;
        end
        else if ((In2>=In1) && (In2 >= In3)) begin
            MaxValue=In2;
            MaxPos=2'd2;
            Valid=1'b1;
        end
        else if ((In3>=In1) && (In3 >= In2)) begin
            MaxValue=In3;
            MaxPos=2'd3;
            Valid=1'b1;
        end
        else begin
            MaxValue=8'd0;
            MaxPos=2'd0;
            Valid=1'b0;
        end
    end
    else begin
        if( In1 >= 0 && In2 >= 0 && In3 >= 0) begin
            MaxValue = In2;
            MaxPos = 2'd2;
            Valid = 1'b1; 
        end
        else begin
            MaxValue = 8'd0;
            MaxPos = 2'd0;
            Valid = 1'b0;
        end
    end
end
endmodule
module PatternComparator3x3(MaxValue, MaxRow, MaxCol, Valid, In1_1, In2_1, In3_1, In1_2, In2_2, In3_2, In1_3, In2_3, In3_3, Pattern);
input [7:0] In1_1, In2_1, In3_1;
input [7:0] In1_2, In2_2, In3_2;
input [7:0] In1_3, In2_3, In3_3;
input [1:0] Pattern;
reg R1Mode, R2Mode, R3Mode;
wire [7:0] Max1, Max2, Max3;
wire [1:0] MaxP1, MaxP2, MaxP3;
output reg [7:0] MaxValue;
output reg [1:0] MaxRow, MaxCol;
output reg Valid;
always@(Pattern) begin
    if (Pattern==2'd0) begin
        R1Mode=1'b0; 
        R2Mode=1'b0; 
        R3Mode=1'b0; 
    end
    else if (Pattern==2'd1) begin
        R1Mode=1'b1; 
        R2Mode=1'b0; 
        R3Mode=1'b1; 
    end
    else begin
        R1Mode=1'b1; 
        R2Mode=1'b1; 
        R3Mode=1'b1; 
    end
end
RowComparator U1(Max1, MaxP1, Valid1, In1_1, In2_1, In3_1, R1Mode);
RowComparator U2(Max2, MaxP2, Valid2, In1_2, In2_2, In3_2, R2Mode);
RowComparator U3(Max3, MaxP3, Valid3, In1_3, In2_3, In3_3, R3Mode);
always@(*) begin
    if (Valid1&Valid2&Valid3) begin
        if ((Max1>=Max2)&&(Max1>=Max3)) begin
            MaxValue=Max1;
            MaxRow=2'd1;
            MaxCol=MaxP1;
            Valid = 1'd1;
        end
        else if ((Max2>=Max1)&&(Max2>=Max3)) begin
            MaxValue=Max2;
            MaxRow=2'd2;
            MaxCol=MaxP2;
            Valid = 1'd1;
        end
        else if((Max3>=Max1)&&(Max3>=Max2)) begin
            MaxValue=Max3;
            MaxRow=2'd3;
            MaxCol=MaxP3;
            Valid = 1'd1;
        end
        else begin
            MaxValue=8'd0;
            MaxRow=2'd0;
            MaxCol=2'd0;
            Valid = 1'd1;
        end
    end
    else begin
        MaxValue=8'd0;
        MaxRow=2'd0;
        MaxCol=2'd0;
        Valid = 1'd0;
    end
end
endmodule
module DataFetch(Valid, TopData,MidData, BotData, XIndex, YIndex, En, Clk, Reset, D,WA);
parameter COL=50;  
parameter ROW=25;  
input Clk, Reset, En;
input [6:0] XIndex;
input [5:0] YIndex;
output reg Valid;
output [7:0] TopData, MidData, BotData;
reg [9:0] Row1Add, Row2Add, Row3Add;
input [9:0] WA;
reg ValidNext;
input [7:0] D;
always@(En or XIndex or YIndex)
begin
    if (En)
    begin
        Row1Add=(XIndex-1)+(YIndex-1)*COL;
        Row2Add=(XIndex-1)+(YIndex)*COL;
        Row3Add=(XIndex-1)+(YIndex+1)*COL;
    end
    else
    begin
        Row1Add=10'd0;
        Row2Add=10'd0;
        Row3Add=10'd0;
    end
end
always@(posedge Clk,posedge Reset)
begin
    if(Reset)
        Valid<=0;
    else
        if(XIndex==1)
            Valid<=1;
        else
            Valid<=Valid;
end
RegisterFile U6_1(.QA(TopData), .QB(MidData), .QC(BotData), .D(D), .Clk(Clk), .RAA(Row1Add), .RBA(Row2Add), .RCA(Row3Add), .WE(1'b1), .WA(WA));
endmodule
module MaxSearch2D(MaxValue, MaxXPos, MaxYPos, MaxValid, Clk, Reset, En, Pattern,D,WA,XIndex_out,YIndex_out);
input Clk, Reset, En;
input [1:0] Pattern;
input [7:0] D; 
input [9:0] WA;
output [7:0] MaxValue;
output reg[1:0] MaxXPos;
output [1:0] MaxYPos;
output MaxValid;
output [6:0] XIndex_out;
output [5:0] YIndex_out;
wire [6:0] XIndex;
wire [5:0] YIndex;
wire [1:0]MaxXPos_out;
wire Valid, Valid2;
wire [7:0] TopData, MidData, BotData;
reg [7:0]  In2_1, In1_1;
reg [7:0]  In2_2, In1_2;
reg [7:0]  In2_3, In1_3;
reg Valid_tmp1, Valid_tmp2, Valid_tmp3;
wire [7:0] In3_1;
wire [7:0] In3_2;
wire [7:0] In3_3;
assign MaxValid = Valid & Valid_tmp1 & Valid_tmp2 & Valid2;
assign In3_1= TopData;
assign In3_2= MidData;
assign In3_3= BotData;
assign XIndex_out=XIndex;
assign YIndex_out=YIndex;
PatternComparator3x3 U7_1(.MaxValue(MaxValue),.MaxRow(MaxYPos),. MaxCol(MaxXPos_out),.Valid(Valid),.In1_1(In1_1),.In2_1(In2_1),.In3_1(In3_1),.In1_2(In1_2),.In2_2(In2_2),.In3_2(In3_2),.In1_3(In1_3),.In2_3(In2_3),.In3_3(In3_3),.Pattern(Pattern));
DataFetch U7_2(.Valid(Valid2),.TopData(TopData),.MidData(MidData),.BotData(BotData),.XIndex(XIndex),.YIndex(YIndex),.En(En),.Clk(Clk),.Reset(Reset),.D(D),.WA(WA));
Count2D U7_3(.XIndex(XIndex),.YIndex(YIndex),.Clk(Clk),.Reset(Reset),.En(En));
always@(*)begin
    MaxXPos=MaxXPos_out;
end
always@(posedge Clk, posedge Reset) begin
	if(Reset) begin
		In2_1<= 8'd0;
		In1_1<= 8'd0;
		In2_2<= 8'd0;
		In1_2<= 8'd0;
		In2_3<= 8'd0;
		In1_3<= 8'd0;
		Valid_tmp1 <= 1'b0;
		Valid_tmp2 <= 1'b0;
	end
	else begin
		In2_1<= In3_1;
		In2_2<= In3_2;
		In2_3<= In3_3;
		In1_1<= In2_1;
		In1_2<= In2_2;
		In1_3<= In2_3;
		Valid_tmp1 <= Valid2;
		Valid_tmp2 <= Valid_tmp1;
	end
end
endmodule
==> /design/flow/run.sh <==
#!/bin/bash
# OpenROAD 26Q1-2900-gdf79404cd8, Yosys 0.63+post, stock flow scripts
make -C /OpenROAD-flow-scripts/flow DESIGN_CONFIG=/design/flow/config.mk WORK_HOME=/design/flow/orfs finish
==> /design/flow/config.mk <==
export PLATFORM = sky130hd
export DESIGN_NAME = MaxSearch2D
export DESIGN_NICKNAME = MaxSearch2D
export VERILOG_FILES = /design/flow/design.v
export SDC_FILE = /design/flow/constraint.sdc
export NUM_CORES = 4
export LEC_CHECK = 1
export CORE_UTILIZATION = 40
export SYNTH_MEMORY_MAX_BITS = 65536
==> /design/flow/constraint.sdc <==
current_design MaxSearch2D

set clk_period 237.6
set clk_io_pct 0.2

create_clock -name clk0 -period $clk_period [get_ports {Clk}]

set non_clock_inputs [all_inputs -no_clocks]
set_input_delay [expr $clk_period * $clk_io_pct] -clock clk0 $non_clock_inputs
set_output_delay [expr $clk_period * $clk_io_pct] -clock clk0 [all_outputs]
==> insert_results.sql <==
-- metrics for the results database
INSERT INTO impl_metrics (metric_group, metric, value, unit) VALUES
('outcome', 'run_status', 'finished, violations left', ''),
('outcome', 'failed_checks', 'antenna rules, capacitance limit, slew limit', ''),
('power_and_ir_drop', 'post-layout-total-power', '7.13', 'mW'),
('global_routing', 'grt_overflow_total', '0', ''),
('finish', 'layout-drive-gt1-share', '23.1', '%'),
('synth', 'asyncSetResetFlopFracSynth', '0.773', '%'),
('floorplan', 'die_x', '1030', 'µm'),
('synth', 'yosys_cells', '29700', ''),
('synth', 'avgSynthCellArea', '14.4', 'µm²'),
('sta', 'setup_total_negative_slack', '0', 'ps'),
('global_routing', 'grt_max_degree', '137', ''),
('placement', 'place.detailed.hpwl', '1470000', 'µm'),
('synth', 'numSynthFlops', '8280', ''),
('route', 'wl_per_cell', '46.6', 'µm'),
('global_routing', 'antenna_violations_before_repair', '406', ''),
('synth', 'ys_seq_share', '58.3', '%'),
('route', 'detail-route-antenna-nets', '1', ''),
('route', 'detailedRoute.firstPassIterationCount', '22', ''),
('sta', 'worst_clock_skew', '93.1', 'ps'),
('power_and_ir_drop', 'pwr_density_cell', '14.7', 'mW/mm²'),
('sta', 'finalMaxSlewViolations', '30', ''),
('flow_run', 'number_of_warnings_in_the_stage_logs', '98', ''),
('clock_network', 'number_of_levels_the_h_tree_was_split_into', '6', ''),
('clock_network', 'cts.repair.resized', '0', ''),
('global_routing', 'grt.total_usage', '43.3', '%'),
('sta', 'final-hold-violation-count', '0', ''),
('route', 'first_iter_violations', '33700', ''),
('worst_setup_path', 'worstPathMaxFanout', '20', ''),
('clock_network', 'cts-root-buf', 'sky130_fd_sc_hd__clkbuf_16', ''),
('floorplan', 'die_h', '1030', 'µm'),
('synth', 'flop_cell', 'sky130_fd_sc_hd__edfxtp_1', ''),
('global_routing', 'number_of_global_route_vias_before_repair', '328000', ''),
('synth', 'synth.yosys.chip_area', '0.426', 'mm²'),
('worst_setup_path', 'rrSetupSlack', '225970', 'ps'),
('worst_setup_path', 'cp_data_arrival_time', '53070', 'ps'),
('placement', 'post_dp_cell_area', '0.453', 'mm²'),
('floorplan', 'fp.coreArea', '1.06', 'mm²'),
('clock_network', 'cts.reportedPaths.clkPinSlew', '60', 'ps'),
('sta', 'max_slew_margin', '-12.5', '%'),
('synth', 'post_synth_num_cell_types', '101', ''),
('synth', 'syn_area', '0.426', 'mm²'),
('clock_network', 'cts.sink_count', '8280', ''),
('finish', 'area.growth.synth_to_final', '13.7', '%'),
('sta', 'maxClockFrequency', '9.94', 'MHz'),
('power_and_ir_drop', 'power.static_leakage', '161', 'nW'),
('flow_run', 'max-cap-violations', '3', ''),
('worst_setup_path', 'highest_delay_cell_along_the_critical_path', 'sky130_fd_sc_hd__a221oi_1', ''),
('sta', 'worst_slew_pin_slew', '1680', 'ps'),
('worst_setup_path', 'slowest_delay', '740', 'ps'),
('sta', 'final-setup-viol-count', '0', ''),
('clock_network', 'tritoncts.num_buffers', '880', ''),
('worst_hold_path', 'timing.hold.worst.class', 'reg -> reg', ''),
('clock_network', 'clkLatencyLatePin', '1200', 'ps'),
('clock_network', 'cts_tree', 'built', ''),
('clock_network', 'cts.path.max_buffers', '5', ''),
('worst_setup_path', 'critPathLaunchType', 'primary input', ''),
('sta', 'grt_setup_unrepaired', 'false', ''),
('worst_setup_path', 'path_cells', 'clkdlybuf4s50_1 > nor2_1 > buf_4 > o21ai_1 > a221oi_1 > ha_1 > nor2b_1 > o21ai_0 > nand2b_1 > a21oi_1 > o21ai_0 > a2bb2oi_1 > nor3_1 > nand2_1 > a2bb2oi_1 > a21boi_0 > clkdlybuf4s50_1', ''),
('worst_setup_path', 'worst_ep_required_time', '190080', 'ps'),
('worst_setup_path', 'worst_setup_path_end_kind', 'primary output', ''),
('sta', 'post-route-min-period', '100590', 'ps'),
('floorplan', 'floorplan.die_area', '1.07', 'mm²'),
('global_routing', 'first_pass_grt_wire_length', '2850000', 'µm'),
('placement', 'gpl.final_weighted_congestion', '1.10', ''),
('floorplan', 'core_util_floorplan', '40.2', '%'),
('floorplan', 'io_pins', '49', ''),
('synth', 'post_synth_inst_count', '29700', ''),
('clock_network', 'hold_buffers', '0', ''),
('route', 'avgViaCountPerCell', '7.02', ''),
('route', 'vias', '325000', ''),
('route', 'drc_errors', '0', ''),
('finish', 'layout.cell_area.non_filler', '0.484', 'mm²'),
('sta', 'finalCritPeriodShare', '42.3', '%'),
('synth', 'post_synth_edffs', '8192', ''),
('worst_setup_path', 'critical_setup_path_kind', 'in -> out', ''),
('placement', 'number_of_buffers_inserted_by_port_buffering', '48', ''),
('synth', 'synthesis.yosys.warnings', '9', ''),
('power_and_ir_drop', 'vdd.ir_drop.worst', '0.0221', 'mV'),
('floorplan', 'placementRows', '378', ''),
('route', 'total_wirelength_of_the_detailed_routed_design', '2160000', 'µm'),
('clock_network', 'postCtsSetupRepairBufs', '0', '');
-- critical path, delay by kind of cell --
kind | cells | cell delay, ps
AND/OR/NAND/NOR | 5 | 1360
AND-OR/OR-AND | 8 | 2470
buffers and inverters | 3 | 1340
adder cells (fa/ha/maj) | 1 | 370
-- cells in the mapped netlist (all sizes together) (477+ instances only) --
cell       n  area share [%]
clkbuf   919            0.81
o22ai    589            0.87
a22oi    544            0.96
edfxtp  8192              58
mux4    3019              16
buf     1737             2.3
a21oi    628            0.74
nand2   4065             3.6
nand3   1497             1.8
mux2i   2164             5.1
nor2    1351             1.2
a211oi   477            0.84
-- cell families (layout without fill, tap and decap cells) --
kind of cell / Yosys count / count (layout) / share of synthesized area [%]
AND-OR/OR-AND: 4800 / 4800 / 8.02
adder cells (fa/ha/maj): 191 / 191 / 0.577
multiplexers: 5223 / 5223 / 21.2
XOR/XNOR: 50 / 50 / 0.113
flip-flops: 8280 / 8280 / 58.3
buffers and inverters: 2775 / 4391 / 3.24
AND/OR/NAND/NOR: 8339 / 8339 / 8.60
other: 0 / 920 / 0
-- cell type report --
| type | instances | area (µm²) |
|---|---|---|
| inverter | 119 | 469 |
| antenna | 920 | 2300 |
| tap | 14100 | 17600 |
| clock buffer | 1038 | 22900 |
| timing repair buffer | 2655 | 21200 |
| fill | 90200 | 576000 |
| sequential | 8280 | 248000 |
| multi-input combinational | 18600 | 165000 |
| clock inverter | 579 | 6080 |
-- per-layer routing --
metal	vias up	GRT usage, %	part of all wire [%]
met5	-	24.0	1.1
met4	556	33.9	10
met3	8600	41.6	22
met2	32700	52.4	39
met1	159000	41.4	27
li1	123000	-	-
-- layout by cell type, fill, tap and decap left out, types with 434 or more instances in the layout --
cell                           n
sky130_fd_sc_hd__o22ai_1     589
sky130_fd_sc_hd__mux2i_1    2163
sky130_fd_sc_hd__a22oi_1     544
sky130_fd_sc_hd__a211oi_1    473
sky130_fd_sc_hd__a31oi_1     446
sky130_fd_sc_hd__a21oi_1     623
sky130_fd_sc_hd__a32oi_1     434
sky130_fd_sc_hd__clkbuf_16   890
sky130_fd_sc_hd__mux4_2     3019
sky130_fd_sc_hd__buf_4      2523
sky130_fd_sc_hd__edfxtp_1   8192
sky130_fd_sc_hd__nor2_1     1290
sky130_fd_sc_hd__nand3_1    1489
sky130_fd_sc_hd__diode_2     920
sky130_fd_sc_hd__nand2_1    4002
-- registers in the layout, summed over array words and instances, names as in the netlist --
name	flops
U7_2.U6_1.QB	8
U7_3.YIndex	6
In2_1	8
U7_2.U6_1.QA	8
In2_2	8
In1_1	8
U7_2.U6_1.MemArray	8192
In1_2	8
U7_3.XIndex	7
Valid_tmp1	1
Valid_tmp2	1
U7_2.U6_1.QC	8
In2_3	8
U7_2.Valid	1
In1_3	8
-- stage by stage --
stage	std cells	hold slack (ps)	worst slack, ps	util (%)
after global placement	43700	361	136460	42.7
after detailed placement	43700	353	137000	42.7
after global routing	45900	387	136620	45.6
after CTS	45300	377	136980	45.4
after floorplan	29700	344	138910	-
final	46300	373	137010	45.7
-- final timing paths --
kind,startpoint,endpoint,depth (start not counted)
min in group asynchronous,Reset,Valid_tmp2$_DFF_PP0_,2
min reg2reg,Valid_tmp1$_DFF_PP0_,Valid_tmp2$_DFF_PP0_,0
max,Pattern[1],MaxValue[2],17
max in group asynchronous,Reset,In2_2[5]$_DFF_PP0_,3
min,Valid_tmp1$_DFF_PP0_,Valid_tmp2$_DFF_PP0_,0
max reg2reg,U7_3.YIndex[0]$_DFFE_PP0P_,U7_2.U6_1.QC[2]$_DFF_P_,19
-- power breakdown --
group          internal [mW]  switching (mW)  total [mW]
Sequential              1.61          0.0118        1.63
Clock                  0.809           0.616        1.42
Combinational          0.988            3.09        4.08
Power figures rest on the tool's default switching activity, not on a simulated workload.
